==> design.v <==
`timescale 1ns / 1ps
module ExecuteMemoryReg(
    Clk,
    Rst,
    ALUResultIn,
    ALUResultHIIn,
    ReadData2In,
    RTIn,
    WriteRegIn,
    MemWriteIn,
    MemReadIn,
    MFHIIn,
    RegWriteIn,
    WriteHIIn, 
    WriteLOIn,
    DepRegWriteIn,
    MemToRegIn,
    UseByteIn, 
    UseHalfIn,
    ALUResultOut,
    ALUResultHIOut,
    ReadData2Out,
    RTOut,
    WriteRegOut,
    MemWriteOut,
    MemReadOut,
    MFHIOut,
    RegWriteOut,
    WriteHIOut, 
    WriteLOOut,
    DepRegWriteOut,
    MemToRegOut,
    UseByteOut, 
    UseHalfOut
    );
    input [31:0] ALUResultIn, ALUResultHIIn, ReadData2In;
    input [4:0] WriteRegIn, RTIn;
    input MemWriteIn, MemReadIn, MFHIIn, Clk;
    input RegWriteIn, WriteHIIn, WriteLOIn, DepRegWriteIn;
    input MemToRegIn, Rst, UseByteIn, UseHalfIn;
    output reg [31:0] ALUResultOut, ALUResultHIOut, ReadData2Out;
    output reg [4:0] WriteRegOut, RTOut;
    output reg MemReadOut, MemWriteOut, MFHIOut;
    output reg RegWriteOut, DepRegWriteOut, WriteHIOut;
    output reg WriteLOOut, MemToRegOut, UseByteOut, UseHalfOut;
    reg [31:0] ALUResult, ALUResultHI, ReadData2;
    reg [4:0] WriteReg, RT;
    reg MemRead, MemWrite, MFHI;
    reg RegWrite, DepRegWrite, WriteHI;
    reg WriteLO, MemToReg, UseByte, UseHalf;
    initial begin
        ALUResultOut <= 0;
        ALUResultHIOut <= 0;
        ReadData2Out <= 0;
        WriteRegOut <= 0;
        RTOut <= 0;
        MemReadOut <= 0;
        MemWriteOut <= 0;
        MFHIOut <= 0;
        RegWriteOut <= 0;
        WriteHIOut <= 0;
        WriteLOOut <= 0;
        DepRegWriteOut <= 0;
        MemToRegOut <= 0;
        ALUResult <= 0;
        ALUResultHI <= 0;
        ReadData2 <= 0;
        WriteReg <= 0;
        RT <= 0;
        MemRead <= 0;
        MemWrite <= 0;
        MFHI <= 0;
        RegWrite <= 0;
        WriteHI <= 0;
        WriteLO <= 0;
        DepRegWrite <= 0;
        MemToReg <= 0;
        UseByteOut <= 0;
        UseHalfOut <= 0;
        UseByte <= 0;
        UseHalf <= 0;
    end
    always@(*) begin
        if(Rst) begin
            ALUResult <= 0;
            ALUResultHI <= 0;
            ReadData2 <= 0;
            WriteReg <= 0;
            RT <= 0;
            MemRead <= 0;
            MemWrite <= 0;
            MFHI <= 0;
            RegWrite <= 0;
            WriteHI <= 0;
            WriteLO <= 0;
            DepRegWrite <= 0;
            MemToReg <= 0;
            UseByte <= 0;
            UseHalf <= 0;
        end
        else begin
            ALUResult <= ALUResultIn;
            ALUResultHI <= ALUResultHIIn;
            ReadData2 <= ReadData2In;
            WriteReg <= WriteRegIn;
            RT <= RTIn;
            MemRead <= MemReadIn;
            MemWrite <= MemWriteIn;
            MFHI <= MFHIIn;
            RegWrite <= RegWriteIn;
            WriteHI <= WriteHIIn;
            WriteLO <= WriteLOIn;
            DepRegWrite <= DepRegWriteIn;
            MemToReg <= MemToRegIn;
            UseByte <= UseByteIn;
            UseHalf <= UseHalfIn;
        end
    end
    always@(posedge Clk) begin
        if(Rst) begin
            ALUResultOut <= 0;
            ALUResultHIOut <= 0;
            ReadData2Out <= 0;
            WriteRegOut <= 0;
            RTOut <= 0;
            MemReadOut <= 0;
            MemWriteOut <= 0;
            MFHIOut <= 0;
            RegWriteOut <= 0;
            WriteHIOut <= 0;
            WriteLOOut <= 0;
            DepRegWriteOut <= 0;
            MemToRegOut <= 0;
            UseByteOut <= 0;
            UseHalfOut <= 0;
        end
        else begin
            ALUResultOut <= ALUResult;
            ALUResultHIOut <= ALUResultHI;
            ReadData2Out <= ReadData2;
            WriteRegOut <= WriteReg;
            RTOut <= RT;
            MemReadOut <= MemRead;
            MemWriteOut <= MemWrite;
            MFHIOut <= MFHI;
            RegWriteOut <= RegWrite;
            WriteHIOut <= WriteHI;
            WriteLOOut <= WriteLO;
            DepRegWriteOut <= DepRegWrite;
            MemToRegOut <= MemToReg;
            UseByteOut <= UseByte;
            UseHalfOut <= UseHalf;
        end
    end
endmodule
==> run.sh <==
#!/bin/bash
# OpenROAD 26Q1-2900-gdf79404cd8, Yosys 0.63+post, stock flow scripts
make -C /OpenROAD-flow-scripts/flow DESIGN_CONFIG=/design/flow/config.mk WORK_HOME=/design/flow/orfs finish
==> config.mk <==
export PLATFORM = sky130hd
export DESIGN_NAME = ExecuteMemoryReg
export DESIGN_NICKNAME = ExecuteMemoryReg
export VERILOG_FILES = /design/flow/design.v
export SDC_FILE = /design/flow/constraint.sdc
export NUM_CORES = 4
export LEC_CHECK = 1
export CORE_AREA = 10 10 162 162
export DIE_AREA = 0 0 172 172
==> constraint.sdc <==
current_design ExecuteMemoryReg

set clk_period 1.0
set clk_io_pct 0.2

create_clock -name clk0 -period $clk_period [get_ports {Clk}]

set non_clock_inputs [all_inputs -no_clocks]
set_input_delay [expr $clk_period * $clk_io_pct] -clock clk0 $non_clock_inputs
set_output_delay [expr $clk_period * $clk_io_pct] -clock clk0 [all_outputs]
==> flow_summary.ini <==
; generated from flow reports
[route]
viasPerCell = 3.15
wl_mm = 11.1
drt_iter0_markers = 97
final_antenna_net_count = 0
remaining_drc_errors = 0
via_count = 2482
routedWlPerCell_um = 14.1
firstDrtPassIters = 2
diodes = 0

[power]
p_sw_w = 0.00245
p_seq_share_pct = 42.6
p_sw_share_pct = 21.1
peakVddDrop_v = 0.000853
p_leak_nw = 2.56
powerDensity_mw_per_mm2 = 1980
clockPowerShare_pct = 49.3
power_w = 0.0116
combPwrFrac_pct = 8.1
p_int_w = 0.00915

[yosys]
logic_family = simple AND/OR/NAND/NOR gates
ys_seq_share_pct = 74.4
synthMuxAreaShare_pct = 0
syn_area_per_cell_um2 = 12.8
simple_gate_area_share_pct = 23.3
ys_warn_count = 1
syn_area_mm2 = 0.00312
ys_area_mm2 = 0.00312
xor_share_pct = 0
synthCells = 244
ys_ff = 116
yosys_cells = 244
fa_ha_area_share_pct = 0
ys_sh_aoi_pct = 0
ys_types = 4

[timing]
setup_viol = 54
tightest_slew_ps = 225
hold_violations = 0
rsz0062_at_grt = true
period_used_pct = 103
period_needed_ps = 1030
layout_setup_ws_ps = -34.4
finalMaxSlewViolations = 0
max_freq_mhz = 967
slew-limit-headroom_pct = 85.0

[clock_tree]
htreeDepth = 4
clk_pin_slew_ps = 60
cts_sinks = 116
cts_root_buffer = clkbuf_16
cts_buffer_depth = 2
cts_tree = built
ctsHoldBuffers = 0
cts_made_buffers = 17

[global_routing]
grt.overflow.total = 0
globalRouteTotalUtil_pct = 7.16
first_global_vias = 2541
grt_pass1_wl_mm = 16.0
grt_antenna_before_repair = 0
grt_max_degree = 46

[finish]
area_growth_pct = 87.5
lay_top_cells = 116 x nor2b_1, 116 x clkdlybuf4s50_1, 110 x buf_2
drive_gt1_share_pct = 35.2
fill_cells = 2464

[worst_setup_path]
path_cells = buf_2
criticalPathCategory = reg -> out
crit_path_end_kind = primary output
cp_data_arrival_time_ps = 830
crit_slowest_cell = dfxtp_2
path_delay_family = flip-flops
critPathMaxFanout = 1
start_kind = flop
path_buffers = 1
critPathMaxStageDelay_ps = 320
cp.required_ps = 800

[place]
io_buffers = 233
dp_hpwl_mm = 8.73
preCtsSetupSlack_ps = -35.5
finalWeightedCongestion = 0.741

[worst_hold_path]
hold_end = ReadData2Out[18]$_SDFF_PP0_
hold_class = in -> reg
min_from = Rst
worstHoldPathCells = 3

[floorplanning]
fp_util_pct = 13.7
core_area_mm2 = 0.0227
rows = 55
ioPinCount = 234
die_w_um = 172
die_area_mm2 = 0.0296
dieHeight_um = 172

[flow_run]
maxCapViolCount = 0
warnings = 27

[run_status]
failed_checks = setup timing
outcome = finished with violations
-- power groups by stage --
stage                 Combinational, W  Sequential, W  Clock (W)
after CTS                     0.000965        0.00493    0.00595
after global routing           0.00105        0.00496    0.00618
final                         0.000944        0.00494    0.00572
-- metal layers --
layer | vias to the layer above | part of all wire, % | global-route usage (%)
met5 | - | 0 | 0
met4 | 0 | 1.2 | 1.01
met3 | 8 | 18 | 5.49
met2 | 161 | 41 | 10.3
met1 | 1088 | 40 | 8.49
li1 | 1225 | - | -
-- state kept, by name, summed over array words and instances, names as in the netlist, 5 cells and up --
signal          flops
ALUResultHIOut     32
ALUResultOut       32
ReadData2Out       32
RTOut               5
WriteRegOut         5
-- through the flow --
step	util (%)	hold slack (ps)	area [um2]	TNS (ps)	std cells
after global routing	25.8	218	5850	-5800	788
after global placement	25.6	640	5810	-252	757
after floorplan	-	328	3120	0	244
after CTS	25.6	207	5810	-3850	788
after detailed placement	25.6	648	5810	-196	757
final	25.8	218	5850	-644	788
-- cells in the mapped netlist (all sizes together) --
cell type	n	area (um2)
nor2b	116	726
dfxtp	116	2320
buf	12	72.6
-- worst max path at each step --
stage | startpoint | end | slack [ps] | cells after the start
CTS | ReadData2Out[14]$_SDFF_PP0_ | ReadData2Out[14] | -70 | 1
global route | ALUResultOut[14]$_SDFF_PP0_ | ALUResultOut[14] | -80 | 1
finish | ALUResultOut[20]$_SDFF_PP0_ | ALUResultOut[20] | -30 | 1
-- cell type report --
type / instances / area [um2] / share of cell area, %
Tap cell: 285 / 357 / 6.09
Clock buffer: 21 / 470 / 8.04
Multi-Input combinational cell: 116 / 726 / 12.4
Timing Repair Buffer: 240 / 1860 / 31.9
Clock inverter: 10 / 82.6 / 1.41
Sequential cell: 116 / 2350 / 40.2
-- cell families (layout without fill, tap and decap cells) --
kind of cell,after synthesis,after routing
buffers and inverters,12,271
DFF,116,116
and+or+nand+nor,116,116
-- what timing repair did --
action / in CTS / in global routing
setup buffers: 0 / 0
cloned: 0 / 0
gates resized: 387 / 16
setup endpoints to repair: 116 / 116
Power and IR drop assume default switching activity.
