==> design.v <==
`timescale 1ns / 1ps
module RegisterFile( ReadRegister2, WriteRegister, WriteData, Clk,  ReadData2,out_data, debug_reg);
	input [4:0] ReadRegister2;
	input [4:0] WriteRegister;
	input [31:0] WriteData;
	input Clk;
	output reg [31:0] ReadData2;
	output wire [31:0] out_data;
	output wire [31:0]  debug_reg;
(* mark_debug = "true" *)  	reg [31:0] regFile [0:31];
	initial begin
		regFile[0] <= 0;
	end
    always @(negedge Clk) begin
        ReadData2 <= regFile[ReadRegister2];
	end
	always @(posedge Clk) begin
			regFile[WriteRegister] <= WriteData;
	end
assign out_data = regFile[23];
assign debug_reg = regFile[10];
endmodule
`timescale 1ns / 1ps
module top(Clk,  WriteRegister, WriteData, out_data);
    input Clk;
    input [31:0]  WriteRegister, WriteData;
    output [31:0] out_data;
  (* mark_debug = "true" *)  wire [31:0] debug_reg;
    RegisterFile U0(ReadRegister2, WriteRegister, WriteData, Clk, ReadData2, out_data, debug_reg);
endmodule
==> run.sh <==
#!/bin/bash
# OpenROAD 26Q1-2900-gdf79404cd8, Yosys 0.63+post, stock flow scripts
make -C /OpenROAD-flow-scripts/flow DESIGN_CONFIG=/design/flow/config.mk WORK_HOME=/design/flow/orfs finish
==> config.mk <==
export PLATFORM = sky130hd
export DESIGN_NAME = top
export DESIGN_NICKNAME = top
export VERILOG_FILES = /design/flow/design.v
export SDC_FILE = /design/flow/constraint.sdc
export NUM_CORES = 4
export LEC_CHECK = 1
export CORE_AREA = 10 10 96 96
export DIE_AREA = 0 0 106 106
==> constraint.sdc <==
current_design top

set clk_period 7.4
set clk_io_pct 0.2

create_clock -name clk0 -period $clk_period [get_ports {Clk}]

set non_clock_inputs [all_inputs -no_clocks]
set_input_delay [expr $clk_period * $clk_io_pct] -clock clk0 $non_clock_inputs
set_output_delay [expr $clk_period * $clk_io_pct] -clock clk0 [all_outputs]
==> flow_metrics.py <==
# Metrics from the implementation run
metrics = {
    "clock_network": {
        "clk_pin_slew_ns": 0.07,
        "h-tree-depth": 2,
        "cts-resized-gates": 0,
        "root_buffer": "clkbuf_8",
        "cts_setup_buffers": 0,
        "clkSinkCount": 32,
        "cts_tree": "yes",
        "hold_buffers": 0,
        "cts_made_buffers": 5,
        "clockBufferDepth": 2,
    },
    "die": {
        "ios": 97,
        "core_region_area_um2": 7210,
        "initCoreUtil_pct": 13.5,
        "die_w_um": 106,
        "die_h_um": 106,
        "rows": 31,
        "fp.dieArea_um2": 11200,
    },
    "critical_path": {
        "worstSetupEndpointType": "flop",
        "path_delay_family": "buffers and inverters",
        "slowest_stage": "clkdlybuf4s50_1",
        "worst-path-buf-inv": 2,
        "cp_data_required_time_ns": 7.33,
        "crit_type": "input port to flop",
        "worstPathMaxFanout": 32,
        "max_stage_delay_ns": 0.46,
        "path_cells": "clkdlybuf4s50_1, nand4_1, nor2_4, buf_4",
        "startpoint_type": "input port",
        "crit_arrival_ns": 2.56,
    },
    "yosys": {
        "yosys-stat-area_um2": 971,
        "syn_inst": 34,
        "ys_seq_share_pct": 99.0,
        "ys_cells": 34,
        "synth_flops": 32,
        "synth_area_um2": 971,
        "avgSynthCellArea_um2": 28.6,
        "yosysWarnings": 6,
        "synth_cell_types": 3,
    },
    "sta": {
        "maxSlewHeadroom_pct": 73.0,
        "finalMaxSlewViolations": 0,
        "setup_viol": 0,
        "hold_violations": 0,
        "grt_setup_unrepaired": "no",
        "worst_slack_ns": 4.77,
        "max_freq_mhz": 380,
        "fin_crit_ns": 2.63,
        "tns_ns": 0,
        "tightest_slew_ns": 0.404,
        "period_used_pct": 35.6,
    },
    "grt": {
        "first_global_vias": 684,
        "antenna_found_initial": 0,
        "grt_usage_pct": 5.11,
        "grt-ovfl-total": 0,
        "grt_max_degree": 33,
        "grt_pass1_wl_mm": 4.33,
    },
    "place": {
        "dp_cells": 203,
        "place_ws_ns": 4.45,
        "gp_congestion": 0.802,
        "port_buffers": 69,
    },
    "detailed_routing": {
        "viasPerCell": 2.94,
        "totalWireLength_mm": 2.92,
        "ant_nets": 0,
        "drtPass1Iterations": 2,
        "drcViolationCount": 0,
        "vias": 621,
        "antenna_cells": 0,
        "first_iter_violations": 24,
        "routedWlPerCell_um": 13.8,
    },
    "worst_hold_path": {
        "hp-class": "input port to flop",
    },
    "job": {
        "cap_violations": 0,
        "warning_count": 55,
    },
    "status": {
        "status": "finished, final reports clean",
    },
    "layout": {
        "fin_cells": 211,
        "drive_gt1_share_pct": 8.04,
        "top_register": "U0.regFile",
        "top_regs": "U0.regFile x32",
        "fill_cells": 739,
        "largest_reg_flops": 32,
        "area_growth_pct": 93.9,
    },
    "power_and_ir_drop": {
        "peakVddDrop_v": 0.0000565,
        "total_leakage_power_nw": 0.613,
        "p_per_area_nw_per_um2": 188,
    },
}
==> cells in the final DEF (no fill, tap or decap), drive strengths merged <==
cell	netlist	routed
nand4	1	1
buf	0	1
nor2	1	1
edfxtp	32	32
clkdlybuf4s50	0	69
clkinv	0	3
clkbuf	0	5
==> final timing paths <==
| kind | startpoint | end | slack, ns | cells after the start |
|---|---|---|---|---|
| setup / recovery | WriteRegister[4] | U0.regFile[23][17]$_DFFE_PP_ | 4.77 | 4 |
| hold / removal | WriteData[20] | U0.regFile[23][20]$_DFFE_PP_ | 1.76 | 1 |
==> Yosys cell counts <==
master    instances  area share, %
edfxtp_1         32             99
nand4_1           1           0.64
nor2_1            1           0.39
==> report_power, final <==
| group | total, mW | switching [mW] | internal (mW) |
|---|---|---|---|
| logic | 0.0264 | 0.00450 | 0.0219 |
| clock network | 0.124 | 0.0603 | 0.0637 |
| registers | 0.204 | 0.000734 | 0.203 |
==> area by class of cell <==
type                       count  area, um2  share of cell area [%]
clock inverter                 3       13.8                   0.731
tap                           99        124                    6.58
timing repair buffer          70        698                    37.1
sequential                    32        961                    51.0
clock buffer                   5       68.8                    3.65
multi-input combinational      2       17.5                   0.930
==> per-stage QoR <==
| stage | power, mW | cell area [um2] | hold slack, ns | util (%) |
|---|---|---|---|---|
| CTS | 0.364 | 1880 | 1.74 | 26.1 |
| global route | 0.373 | 1880 | 1.74 | 26.1 |
| floorplan | 0.208 | 971 | 1.58 | - |
| global placement | 0.234 | 1800 | 2.04 | 25.0 |
| detailed placement | 0.235 | 1800 | 2.04 | 25.0 |
| finish | 0.354 | 1880 | 1.76 | 26.1 |
==> metal layers <==
layer,wire length [um],share of wire (%),track usage [%],vias to the layer above
li1,-,-,-,291
met1,1100,38,5.86,287
met2,1410,48,7.91,40
met3,399,14,3.67,3
met4,14,0.48,0.580,0
met5,0,0,0,-
==> cells by family (layout without fill, tap and decap cells) <==
| kind of cell | Yosys count | count (layout) | synth area share [%] |
|---|---|---|---|
| simple gates | 2 | 2 | 1.03 |
| flops | 32 | 32 | 99.0 |
| buf+inv | 0 | 78 | 0 |
Power is estimated from default activity; no workload was simulated.
