==> run.sh <==
#!/bin/bash
# OpenROAD 26Q1-2900-gdf79404cd8, Yosys 0.63+post, stock flow scripts
make -C /OpenROAD-flow-scripts/flow DESIGN_CONFIG=/design/flow/config.mk WORK_HOME=/design/flow/orfs finish
==> config.mk <==
export PLATFORM = sky130hd
export DESIGN_NAME = DecodeExecuteReg
export DESIGN_NICKNAME = DecodeExecuteReg
export VERILOG_FILES = /design/flow/design.v
export SDC_FILE = /design/flow/constraint.sdc
export NUM_CORES = 4
export LEC_CHECK = 1
export CORE_UTILIZATION = 50
==> constraint.sdc <==
current_design DecodeExecuteReg

set clk_period 1.0
set clk_io_pct 0.2

create_clock -name clk0 -period $clk_period [get_ports {Clk}]

set non_clock_inputs [all_inputs -no_clocks]
set_input_delay [expr $clk_period * $clk_io_pct] -clock clk0 $non_clock_inputs
set_output_delay [expr $clk_period * $clk_io_pct] -clock clk0 [all_outputs]
==> design.v <==
`timescale 1ns / 1ps
module DecodeExecuteReg(
    Clk,
    Rst,
    Stall,
    ReadData1In, 
    ReadData2In,
    SignExtendIn,
    PCAddrIn,
    rsIn,
    rtIn,
    rdIn,
    RegDstIn,
    ALUSrcIn,
    ALUControlIn,
    MFHIIn,
    RegWriteIn,
    MTLOIn,
    MTHIIn,
    ReadHIIn, 
    ReadLOIn, 
    WriteHIIn, 
    WriteLOIn,
    DepRegWriteIn,
    MemReadIn,
    MemWriteIn,
    MemToRegIn,
    IsByteIn,
    SEIn,
    UseByteIn, 
    UseHalfIn,
    LUIIn,
    ReadData1Out, 
    ReadData2Out,
    SignExtendOut,
    PCAddrOut,
    rsOut,
    rtOut,
    rdOut,
    RegDstOut,
    ALUSrcOut,
    ALUControlOut,
    MFHIOut,
    RegWriteOut,
    MTLOOut,
    MTHIOut,
    ReadHIOut, 
    ReadLOOut, 
    WriteHIOut, 
    WriteLOOut,
    DepRegWriteOut,
    MemReadOut,
    MemWriteOut,
    MemToRegOut,
    IsByteOut,
    SEOut,
    UseByteOut, 
    UseHalfOut,
    LUIOut
    );
    input [31:0] SignExtendIn, PCAddrIn, ReadData1In, ReadData2In;
    input [4:0] rsIn, rtIn, rdIn;
    input [3:0] ALUControlIn;
    input [1:0] ALUSrcIn;
    input Clk, RegDstIn, MFHIIn, RegWriteIn, Rst, Stall;
    input MTLOIn, MTHIIn, ReadHIIn, ReadLOIn, WriteHIIn, WriteLOIn;
    input DepRegWriteIn, MemReadIn, MemWriteIn, MemToRegIn, IsByteIn, SEIn;
    input UseByteIn, UseHalfIn, LUIIn;
    output reg [31:0] SignExtendOut, PCAddrOut, ReadData1Out, ReadData2Out;
    (* mark_debug = "true" *) output reg  [4:0] rsOut, rtOut, rdOut;
    output reg  [3:0] ALUControlOut;
    output reg  [1:0] ALUSrcOut;
    output reg RegDstOut, MFHIOut, RegWriteOut;
    output reg MTLOOut, MTHIOut, ReadHIOut, ReadLOOut, WriteHIOut, WriteLOOut;
    output reg DepRegWriteOut, MemReadOut, MemWriteOut, MemToRegOut, IsByteOut, SEOut;
    output reg UseByteOut, UseHalfOut, LUIOut;
    reg [31:0] SignExtend, PCAddr, ReadData1, ReadData2;
    reg  [4:0] rs, rt, rd;
    reg  [3:0] ALUControl;
    reg  [1:0] ALUSrc;
    reg RegDst, MFHI, RegWrite;
    reg MTLO, MTHI, ReadHI, ReadLO, WriteHI, WriteLO;
    reg DepRegWrite, MemRead, MemWrite, MemToReg, IsByte, SE, UseByte, UseHalf, LUI;
    reg [31:0] prevSignExtend, prevPCAddr, prevReadData1, prevReadData2;
    reg  [4:0] prevrs, prevrt, prevrd;
    reg  [3:0] prevALUControl;
    reg  [1:0] prevALUSrc;
    reg prevRegDst, prevMFHI, prevRegWrite;
    reg prevMTLO, prevMTHI, prevReadHI, prevReadLO, prevWriteHI, prevWriteLO;
    reg prevDepRegWrite, prevMemRead, prevMemWrite, prevMemToReg, prevIsByte, prevSE, prevUseByte, prevUseHalf, prevLUI;
    initial begin
        ReadData1Out <= 32'd0;
        ReadData2Out <= 32'd0;
        SignExtendOut <= 32'd0;
        PCAddrOut <= 32'd0;
        rsOut <= 5'd0;
        rtOut <= 5'd0;
        rdOut <= 5'd0;
        RegDstOut <= 1'b0;
        ALUSrcOut <= 2'b00;
        MFHIOut <= 1'b0;
        MTLOOut <= 1'b0;
        MTHIOut <= 1'b0;
        RegWriteOut <= 1'b0;
        ReadHIOut <= 1'b0;
        ReadLOOut <= 1'b0;
        WriteHIOut <= 1'b0; 
        WriteLOOut <= 1'b0;
        DepRegWriteOut <= 1'b0;
        ALUControlOut <= 4'd0;
        MemWriteOut <= 1'b0;
        MemReadOut <= 1'b0;
        MemToRegOut <= 1'b0;
        IsByteOut <= 1'b0;
        SEOut <= 1'b0;
        ReadData1 <= 32'd0;
        ReadData2 <= 32'd0;
        SignExtend <= 32'd0;
        PCAddr <= 32'd0;
        rs <= 5'd0;
        rt <= 5'd0;
        rd <= 5'd0;
        RegDst <= 1'b0;
        ALUSrc <= 2'b00;
        MFHI <= 1'b0;
        MTLO <= 1'b0;
        MTHI <= 1'b0;
        RegWrite <= 1'b0;
        ReadHI <= 1'b0;
        ReadLO <= 1'b0;
        WriteHI <= 1'b0; 
        WriteLO <= 1'b0;
        DepRegWrite <= 1'b0;
        ALUControl <= 4'd0;
        MemWrite <= 1'b0;
        MemRead <= 1'b0;
        MemToReg <= 1'b0;
        IsByte <= 1'b0;
        SE <= 1'b0;
        UseByte <= 1'b0;
        UseHalf <= 1'b0;
        UseByteOut <= 1'b0;
        UseHalfOut <= 1'b0;
        LUI <= 1'b0;
        LUIOut <= 1'b0;
    end
    always@(*) begin
        if(Rst && Stall || Rst && !Stall) begin
            ReadData1 <= 32'd0;
            ReadData2 <= 32'd0;
            SignExtend <= 32'd0;
            PCAddr <= 32'd0;
            rs <= 5'd0;
            rt <= 5'd0;
            rd <= 5'd0;
            RegDst <= 1'b0;
            ALUSrc <= 2'b00;
            MFHI <= 1'b0;
            MTLO <= 1'b0;
            MTHI <= 1'b0;
            RegWrite <= 1'b0;
            ReadHI <= 1'b0;
            ReadLO <= 1'b0;
            WriteHI <= 1'b0; 
            WriteLO <= 1'b0;
            DepRegWrite <= 1'b0;
            ALUControl <= 4'd0;
            MemWrite <= 1'b0;
            MemRead <= 1'b0;
            MemToReg <= 1'b0;
            IsByte <= 1'b0;
            SE <= 1'b0;
            UseByte <= 1'b0;
            UseHalf <= 1'b0;
            LUI <= 1'b0;
        end
        else if(!Rst && !Stall) begin
            ReadData1 <= ReadData1In;
            ReadData2 <= ReadData2In;
            SignExtend <= SignExtendIn;
            PCAddr <= PCAddrIn;
            rs <= rsIn;
            rt <= rtIn;
            rd <= rdIn;
            RegDst <= RegDstIn;
            ALUSrc <= ALUSrcIn;
            MFHI <= MFHIIn;
            MTLO <= MTLOIn;
            MTHI <= MTHIIn;
            RegWrite <= RegWriteIn;
            ReadHI <= ReadHIIn;
            ReadLO <= ReadLOIn;
            WriteHI <= WriteHIIn; 
            WriteLO <= WriteLOIn;
            DepRegWrite <= DepRegWriteIn;
            ALUControl <= ALUControlIn;
            MemWrite <= MemWriteIn;
            MemRead <= MemReadIn;
            MemToReg <= MemToRegIn;
            IsByte <= IsByteIn;
            SE <= SEIn;
            UseByte <= UseByteIn;
            UseHalf <= UseHalfIn;
            LUI <= LUIIn;
        end
        else begin
            ReadData1 <= prevReadData1;
            ReadData2 <= prevReadData2;
            SignExtend <= prevSignExtend;
            PCAddr <= prevPCAddr;
            rs <= prevrs;
            rt <= prevrt;
            rd <= prevrd;
            RegDst <= prevRegDst;
            ALUSrc <= prevALUSrc;
            MFHI <= prevMFHI;
            MTLO <= prevMTLO;
            MTHI <= prevMTHI;
            RegWrite <= prevRegWrite;
            ReadHI <= prevReadHI;
            ReadLO <= prevReadLO;
            WriteHI <= prevWriteHI; 
            WriteLO <= prevWriteLO;
            DepRegWrite <= prevDepRegWrite;
            ALUControl <= prevALUControl;
            MemWrite <= prevMemWrite;
            MemRead <= prevMemRead;
            MemToReg <= prevMemToReg;
            IsByte <= prevIsByte;
            SE <= prevSE;
            UseByte <= prevUseByte;
            UseHalf <= prevUseHalf;
            LUI <= prevLUI;
        end
    end
    always@(posedge Clk) begin
        if(Rst) begin
            ReadData1Out <= 32'd0;
            ReadData2Out <= 32'd0;
            SignExtendOut <= 32'd0;
            PCAddrOut <= 32'd0;
            rsOut <= 5'd0;
            rtOut <= 5'd0;
            rdOut <= 5'd0;
            RegDstOut <= 1'b0;
            ALUSrcOut <= 2'b00;
            MFHIOut <= 1'b0;
            MTLOOut <= 1'b0;
            MTHIOut <= 1'b0;
            RegWriteOut <= 1'b0;
            ReadHIOut <= 1'b0;
            ReadLOOut <= 1'b0;
            WriteHIOut <= 1'b0; 
            WriteLOOut <= 1'b0;
            DepRegWriteOut <= 1'b0;
            ALUControlOut <= 4'd0;
            MemWriteOut <= 1'b0;
            MemReadOut <= 1'b0;
            MemToRegOut <= 1'b0;
            IsByteOut <= 1'b0;
            SEOut <= 1'b0;
            UseByteOut <= 1'b0;
            UseHalfOut <= 1'b0;
            LUIOut <= 1'b0;
        end
        else begin
            ReadData1Out <= ReadData1;
            ReadData2Out <= ReadData2;
            SignExtendOut <= SignExtend;
            PCAddrOut <= PCAddr;
            rsOut <= rs;
            rtOut <= rt;
            rdOut <= rd;
            RegDstOut <= RegDst;
            ALUSrcOut <= ALUSrc;
            MFHIOut <= MFHI;
            MTLOOut <= MTLO;
            MTHIOut <= MTHI;
            RegWriteOut <= RegWrite;
            ReadHIOut <= ReadHI;
            ReadLOOut <= ReadLO;
            WriteHIOut <= WriteHI; 
            WriteLOOut <= WriteLO;
            DepRegWriteOut <= DepRegWrite;
            ALUControlOut <= ALUControl;
            MemWriteOut <= MemWrite;
            MemReadOut <= MemRead;
            MemToRegOut <= MemToReg;
            IsByteOut <= IsByte;
            SEOut <= SE;
            UseByteOut <= UseByte;
            UseHalfOut <= UseHalf;
            LUIOut <= LUI;
        end
        prevReadData1 <= ReadData1;
        prevReadData2 <= ReadData2;
        prevSignExtend <= SignExtend;
        prevPCAddr <= PCAddr;
        prevrs <= rs;
        prevrt <= rt;
        prevrd <= rd;
        prevRegDst <= RegDst;
        prevALUSrc <= ALUSrc;
        prevMFHI <= MFHI;
        prevMTLO <= MTLO;
        prevMTHI <= MTHI;
        prevRegWrite <= RegWrite;
        prevReadHI <= ReadHI;
        prevReadLO <= ReadLO;
        prevWriteHI <= WriteHI; 
        prevWriteLO <= WriteLO;
        prevDepRegWrite <= DepRegWrite;
        prevALUControl <= ALUControl;
        prevMemWrite <= MemWrite;
        prevMemRead <= MemRead;
        prevMemToReg <= MemToReg;
        prevIsByte <= IsByte;
        prevSE <= SE;
        prevUseByte <= UseByte;
        prevUseHalf <= UseHalf;
        prevLUI <= LUI;
    end
endmodule
==> impl_metrics.ini <==
; implementation run metrics
[logic_synthesis]
synthCells = 891
ys_ff = 334
netlist_area_mm2 = 0.01003
area_leaders = dfxtp_1, mux2i_1, nor2_1
synth-warning-count = 1
yosysSeqAreaShare_pct = 66.64
synth_top_flop_cell = dfxtp_1
edf_count = 0
synthDistinctLibCells = 9
ys_cells = 891
yosys.area.top_type = dfxtp_1
top_cell_area_share_pct = 66.64
async_flop_share_pct = 0
avgSynthCellArea_um2 = 11.26
ys_area_mm2 = 0.01003
top_cells_by_count = dfxtp_1, nor2_1, mux2i_1, clkbuf_1, buf_8

[placement]
dp_cells = 1462
io_buffers = 336
dp_hpwl_um = 15420
pre_cts_ws_ns = -0.1078
place_area_mm2 = 0.01367
globalplace.congestion = 0.8162

[hold_path]
hp-class = input port to flop
min_path_cells = 2

[sta]
worstMarginPinSlew_ns = 0.2316
max_freq_mhz = 882.8
rsz0062_at_grt = true
finalMaxSlewViolations = 0
min_period_ns = 1.133
skew_ns = 0.01497
worst_slack_ns = -0.1327
hold_viol = 0
worst_slew_margin_rel_pct = 84.12
whs_ns = 0.01549
period_used_pct = 113.3
setup_viol = 167

[final_layout]
drive_gt1_share_pct = 23.13
final_cell_area_mm2 = 0.01405
finalNonFillerCells = 1524
syn2layout_area_growth_pct = 40.05

[critical_path]
end_kind = output port
crit_slowest_cell = dfxtp_2
crit_family = flip-flops
start_kind = flop
crit_arrival_ns = 0.93
cp.depth = 1
max_stage_delay_ns = 0.32
path_max_fanout = 1
cp_cell_sequence = buf_2
crit_required_ns = 0.80
critPathBufInv = 1
worstRegToRegCells = 2
worstSetupPathType = flop to output port

[floorplanning]
rows = 51
dieArea_mm2 = 0.02064
die_h_um = 143.7
die_x_um = 143.7
coreArea_mm2 = 0.01959
initial_utilization_pct = 51.22
ios = 337

[pwr]
vdd_drop_max_uv = 1594
p_leak_uw = 0.006672
powerDensity_mw_per_mm2 = 2076

[run]
cap_viol_max_count = 0
warnings = 28

[route]
antenna_left = 0
via_per_inst = 4.537
drt_pass1_iterations = 4
routed_wl_um = 22460
drc = 0
drt_first_iter_violations = 235
route.vias.total = 6915
wl_per_cell_um = 14.74

[clock_tree]
cts_max_level = 2
cts_tree = yes
ctsHoldBuffers = 0
clk_pin_slew_worst_paths_ns = 0.06
clockBufferDepth = 3
clkLatencyLatePin_ns = 0.50
cts_sinks = 334
postCtsSetupBuffers = 0
cts_buffers = 35
cts_root_buffer = clkbuf_16

[status]
failed_checks = negative setup slack
status = complete, but fails checks

[global_route]
grt_start_max_net_pins = 47
grt_util_all_layers_pct = 22.57
antenna_found_initial = 2
grt_pass1_vias = 6480
overflow = 0
grt_pass1_wl_um = 34040
==> report_power, final <==
part	total, µW	switching, µW	internal (µW)	leakage, µW
Combinational	2450	1020	1430	0.00334
Clock	12400	4860	7550	0.000554
Sequential	14300	193	14100	0.00277
Total	29200	6070	23100	0.00667
==> layer usage <==
metal | wire length [µm] | vias to the layer above | global-route usage (%)
met4 | 404 | 0 | 4.759
met3 | 2354 | 32 | 8.381
met1 | 9052 | 3123 | 30.79
li1 | - | 3519 | -
met2 | 10650 | 241 | 35.77
met5 | 0 | - | 0
==> flip-flops by register name, summed over array words and instances, names as in the netlist, 32 cells and up <==
| signal | cells |
|---|---|
| prevReadData1 | 32 |
| ReadData2Out | 32 |
| prevPCAddr | 32 |
| SignExtendOut | 32 |
| PCAddrOut | 32 |
| ReadData1Out | 32 |
| prevSignExtend | 32 |
| prevReadData2 | 32 |
==> stage by stage <==
| stage | utilization [%] | setup TNS (ns) | power, µW |
|---|---|---|---|
| 3_5_place_dp | 69.80 | -23.49 | 17400 |
| 3_3_place_gp | 69.80 | -19.58 | 17360 |
| 5_1_grt | 71.73 | -21.89 | 30400 |
| 6_report | 71.73 | -16.20 | 29180 |
| 2_1_floorplan | - | 0 | 15650 |
| 4_1_cts | 71.50 | -19.67 | 29490 |
==> what timing repair did <==
action / CTS / global route
pin swaps: 0 / 0
setup endpoints to repair: 167 / 167
resized: 578 / 15
==> cell usage in the layout (no fill, tap or decap) <==
master / count
dfxtp_2: 46
buf_12: 13
clkdlybuf4s50_1: 167
mux2i_1: 167
buf_4: 13
clkbuf_8: 7
clkbuf_16: 37
buf_8: 2
clkbuf_1: 11
bufinv_16: 1
clkinv_2: 4
diode_2: 1
dfxtp_1: 288
inv_6: 1
buf_2: 162
buf_6: 5
nor2_1: 334
==> final cells by class <==
class / instances / area, µm²
clock buffer: 55 / 1064
antenna: 1 / 2.502
sequential: 334 / 6744
timing repair buffer: 362 / 2927
fill: 1513 / 5538
multi-input combinational: 501 / 2925
clock inverter: 6 / 58.81
tap: 265 / 331.6
==> cell families (layout without fill, tap and decap cells) <==
kind of cell,after synthesis,after routing,share of synthesized area (%)
buf+inv,56,423,4.202
flops,334,334,66.64
mux,167,167,16.66
other cells,0,1,0
simple gates,334,334,12.50
==> worst paths after layout <==
path,start,endpoint,slack [ns]
hold / removal,Rst,prevLUI$_DFF_P_,0.02
setup / recovery,SignExtendOut[11]$_SDFF_PP0_,SignExtendOut[11],-0.13
hold reg to reg,prevPCAddr[31]$_DFF_P_,PCAddrOut[31]$_SDFF_PP0_,0.48
setup reg to reg,prevSignExtend[2]$_DFF_P_,prevSignExtend[2]$_DFF_P_,0.31
No activity file was given, so power comes from the tool's default toggle rates.
